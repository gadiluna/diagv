**flow/config.mk**
```make
export PLATFORM = sky130hd
export DESIGN_NAME = memreg
export DESIGN_NICKNAME = memreg
export VERILOG_FILES = /design/flow/design.v
export SDC_FILE = /design/flow/constraint.sdc
export NUM_CORES = 4
export LEC_CHECK = 1
export CORE_UTILIZATION = 30
```
**flow/constraint.sdc**
```tcl
current_design memreg

set clk_period 3.3
set clk_io_pct 0.2

create_clock -name clk0 -period $clk_period [get_ports {clk}]

set non_clock_inputs [all_inputs -no_clocks]
set_input_delay [expr $clk_period * $clk_io_pct] -clock clk0 $non_clock_inputs
set_output_delay [expr $clk_period * $clk_io_pct] -clock clk0 [all_outputs]
```
**flow/design.v**
```verilog
`timescale 1ns / 1ps
module basicregister #(parameter WORDSIZE=32)(
    input clk,
    input we,
    input rst,   
    input [WORDSIZE-1:0] idata,
    output reg [WORDSIZE-1:0] reg1
    );
    always@(posedge clk) begin
        if(rst)
            reg1 <='b0;  
        else if(we)
            reg1<=idata; 
        else
            reg1<=reg1;
    end
endmodule 
module memreg #(parameter WORDSIZE=32, parameter REGS=32)(
            input clk,  
            input rst,  
            input we,  
            input [4:0]addr1,  
            input [4:0]addr2,  
            input [4:0]saddr,  
            input [WORDSIZE-1:0] wdata,  
            output reg [WORDSIZE-1:0] reg1,  
            output reg [WORDSIZE-1:0] reg2   
    );
    wire [WORDSIZE-1:0] outs[REGS-1:0];
    wire web[REGS-1:0];
    generate
        genvar i;
        for (i=0; i<REGS; i=i+1) begin : regcr
        assign web[i]= we & (&(wdata ^ i));
        basicregister i_reg(
       .clk(clk),
       .rst(rst),
       .we(web[i]),
       .idata(wdata),
       .reg1(outs[i])
         );
        end
        always @(*) begin: naddr1
         if (addr1 == i)
            reg1 = outs[i];
         if(addr2==i)
            reg2 = outs[i];
          end
    endgenerate
endmodule
```
**flow/run.sh**
```bash
#!/bin/bash
# OpenROAD 26Q1-2900-gdf79404cd8, Yosys 0.63+post, stock flow scripts
make -C /OpenROAD-flow-scripts/flow DESIGN_CONFIG=/design/flow/config.mk WORK_HOME=/design/flow/orfs finish
```
==> results.rst <==
Synthesis and place-and-route
=============================

.. list-table::
   :header-rows: 1

   * - Metric
     - Value
   * - Average routed wire per standard cell
     - 12.1 um
   * - Count of buffers added by post-CTS timing repair for setup
     - 0
   * - Clock group share of total power
     - 37.1%
   * - Number of global-route vias before repair
     - 1,662
   * - Power density of the placed cells
     - 207 nW/um2
   * - Yosys Chip Area
     - 2400 um2
   * - Cell area after layout
     - 3630 um2
   * - Sequential share of power
     - 53.1%
   * - Worst-Skew Late Latency
     - 0.27 ns
   * - Main flop type after synthesis
     - sky130_fd_sc_hd__dlxtn_1
   * - Number of slew-limit violations in the final report
     - 0
   * - Weighted congestion reported at the end of routability-driven placement
     - 0.704
   * - Required time worst endpoint
     - 3.49 ns
   * - Floorplan core density
     - 31.0%
   * - Setup Crit Path Kind
     - in2reg
   * - Post-CTS Resized
     - 0
   * - Hold WC Path Type
     - reg2reg
   * - Worst VDD drop
     - 0.123 mV
   * - RSZ-0062 raised after global routing
     - false
   * - Overall die area
     - 8350 um2
   * - Remaining Overflow, GRT
     - 0
   * - Register bit count reported by yosys
     - 96
   * - Total DRC errors in the routed layout
     - 0
   * - Placed standard-cell area
     - 3550 um2
   * - Post-synth top area cell
     - sky130_fd_sc_hd__dlxtn_1
   * - Final tally of setup violations
     - 0
   * - Maximum clock frequency
     - 442 MHz
   * - Count of endpoints without a timing constraint
     - 128
   * - Total wirelength of the detailed-routed design
     - 4750 um
   * - Number of rows created at floorplan
     - 32
   * - Diodes inserted
     - 0
   * - Number of buffers inserted by port buffering
     - 106
   * - Reg2Reg Depth
     - 2
   * - Share of async-settable or async-resettable flops after synthesis
     - 0%
   * - Power spent charging and discharging nets
     - 160 uW
   * - Internal power summed over all cells
     - 593 uW
   * - Sw Share
     - 21.2%
   * - Area Growth Syn to Fin
     - 51.4%
   * - Number of hold buffers added after cts
     - 0
   * - GRT Resource Usage Total
     - 12.1%
   * - Startpoint of the worst hold path
     - regcr[0].i_reg.reg1[31]
   * - Period minus WS final
     - 2.26 ns
   * - Max clock buf depth
     - 2
   * - Leading cell types by total area after synthesis
     - sky130_fd_sc_hd__dlxtn_1, sky130_fd_sc_hd__dfxtp_1, sky130_fd_sc_hd__o32ai_2
   * - Wire length of the first global-routing pass
     - 7970 um
   * - Final total negative setup slack
     - 0 ns
   * - Clock transition at the registers of the reported paths
     - 0.06 ns
   * - Max transition margin
     - 64.9%
   * - Register pins left without a clock
     - 64
   * - Clock tree from TritonCTS
     - built
   * - Top-count cell post-synth
     - sky130_fd_sc_hd__dlxtn_1
   * - Number of search-and-repair iterations in the first detailed-routing pass
     - 4
   * - Pin count of the biggest net entering global routing
     - 33
   * - Post-synthesis instance area
     - 2400 um2
   * - Crit path max fanout
     - 32
   * - Via density per instance
     - 4.35
   * - Die extent in y
     - 91.4 um
   * - Leakage dissipation
     - 0.00127 uW
   * - Fraction of synthesized cell area taken by the top area cell type
     - 40.1%
   * - Number of different library cells in the post-synthesis netlist
     - 16
   * - Number of enable-type register cells in the synthesized netlist
     - 0
   * - I/O Pins
     - 114
   * - Number of antenna violations at the first check in global routing
     - 0
   * - Number of standard cells reported by yosys
     - 188
   * - Placed wire-length estimate after detailed placement
     - 3140 um
   * - Capture instance of the worst register-to-register path
     - regcr[0].i_reg.reg1[19]
   * - Final Hold Viols
     - 0
   * - Layout cell share with drive strength beyond 1
     - 15.8%
   * - Horizontal die size
     - 91.4 um
   * - Worst Hold End
     - regcr[0].i_reg.reg1[31]
   * - Slack of the worst reg-to-reg path
     - 2.71 ns
   * - Cell at the root of the clock tree
     - sky130_fd_sc_hd__clkbuf_8
   * - Combinational Power Share
     - 9.8%
   * - Clock skew
     - 0 ns
   * - Utilization after layout
     - 47.0%
   * - Startpoint types
     - primary input
   * - Via count
     - 1,712
   * - Number of antenna-violating nets in the routed design
     - 0
   * - Transition time of the tightest slew-check pin
     - 0.527 ns
   * - Result of the run
     - finished clean
   * - Post-layout period usage of the worst path
     - 68.6%
   * - Signal arrival time at the worst endpoint
     - 2.45 ns
   * - Core Footprint
     - 7730 um2
   * - Number of max-capacitance violations reported
     - 0
   * - Launch instance of the worst register-to-register path
     - regcr[0].i_reg.reg1[19]
   * - H-tree level count
     - 2
   * - Count of routing violations after the opening detailed-route iteration
     - 46
   * - Mean instance size in the synthesized netlist
     - 12.8 um2
   * - Cell count after synthesis
     - 188
   * - Power Total
     - 752 uW
   * - Type of destination of the critical path
     - register
   * - Num CTS Buffers
     - 5
   * - Depth of the worst hold-timing path
     - 2
   * - Tally of yosys warning messages
     - 3
   * - Tally of OpenROAD warnings
     - 32
   * - Ranking of synthesized cells by instance count
     - sky130_fd_sc_hd__dlxtn_1, sky130_fd_sc_hd__dfxtp_1, sky130_fd_sc_hd__inv_1
## worst max path at each step
stage | from | endpoint | depth (start not counted)
4_1_cts | we | regcr[0].i_reg.reg1[0] | 5
5_1_grt | we | regcr[0].i_reg.reg1[0] | 5
6_report | we | regcr[0].i_reg.reg1[0] | 5
## layout by cell type (no fill, tap or decap)
| cell | instances |
|---|---|
| sky130_fd_sc_hd__inv_1 | 32 |
| sky130_fd_sc_hd__buf_2 | 1 |
| sky130_fd_sc_hd__or4_2 | 1 |
| sky130_fd_sc_hd__clkinv_2 | 1 |
| sky130_fd_sc_hd__o32ai_1 | 2 |
| sky130_fd_sc_hd__nand3_2 | 1 |
| sky130_fd_sc_hd__dlxtn_1 | 64 |
| sky130_fd_sc_hd__nand4_1 | 6 |
| sky130_fd_sc_hd__clkdlybuf4s50_1 | 105 |
| sky130_fd_sc_hd__or4_1 | 2 |
| sky130_fd_sc_hd__and4_1 | 1 |
| sky130_fd_sc_hd__clkbuf_1 | 1 |
| sky130_fd_sc_hd__or3_2 | 1 |
| sky130_fd_sc_hd__nand4b_1 | 1 |
| sky130_fd_sc_hd__o32ai_2 | 30 |
| sky130_fd_sc_hd__buf_4 | 6 |
| sky130_fd_sc_hd__clkbuf_8 | 5 |
| sky130_fd_sc_hd__dfxtp_1 | 32 |
## worst max-delay path, stage by stage
cell	delay, ns
sky130_fd_sc_hd__clkdlybuf4s50_1	0.47
sky130_fd_sc_hd__nand4_1	0.09
sky130_fd_sc_hd__or4_2	0.63
sky130_fd_sc_hd__buf_4	0.31
sky130_fd_sc_hd__o32ai_1	0.26
## cells by family after synthesis
kind of cell / share of synthesized area [%]
AOI/OAI and AO/OA: 21.1
latches: 40.1
and+or+nand+nor: 3.71
DFF: 26.7
buffers and inverters: 8.40
## area by class of cell
class                      count  area, um2
multi-input combinational     45        602
clock buffer                   6       72.6
tap                          102        128
sequential                    96       1600
inverter                      32        120
clock inverter                 1       5.00
fill                         724       4100
timing repair buffer         112       1100
## stage by stage
step           hold slack (ns)  cells  setup WS (ns)
5_1_grt                  0.480    394          0.958
3_3_place_gp             0.451    387          0.759
4_1_cts                  0.476    394           1.02
3_5_place_dp             0.465    387          0.731
2_1_floorplan            0.440    188           1.31
6_report                 0.469    394           1.04
## routing by layer
| metal | up-vias | GRT usage, % | wire length, um |
|---|---|---|---|
| met5 | - | 0 | 0 |
| met4 | 0 | 0.926 | 44 |
| met3 | 6 | 3.49 | 430 |
| met2 | 78 | 19.4 | 2130 |
| met1 | 782 | 17.4 | 2150 |
| li1 | 846 | - | - |
## power by group through the flow
stage | logic (uW) | registers (uW) | clock network [uW]
after CTS | 75.3 | 399 | 294
final | 73.9 | 399 | 279
after global routing | 79.3 | 399 | 309
## flip-flops by register name, summed over array words and instances, names as in the netlist
name              flops
reg1                 32
reg2                 32
regcr.i_reg.reg1     32
Power and IR drop assume default switching activity.
