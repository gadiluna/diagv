==> ./design.v <==
`timescale 1ns / 1ps
module alu(
        input [4-1:0] op,
        input [32-1:0]data1,
        input [32-1:0]data2,
        output reg [32-1:0]out
        );
       wire signed   [32-1:0] signeds1; 
       wire ltu;
       wire lt;
       assign ltu= (data1 < data2);
       assign lt= (data1[31]^data2[31])? data1[31]: ltu;
       assign signeds1=data1;
       always @(*) begin 
        case(op)  
             4'b0000: 
                out=data2;
            4'b0001: 
                out= data1 + data2; 
            4'b0110: 
                out= data1 * data2; 
            4'b0010: 
                out = data1 - data2;
            4'b1001: 
                out = data1 & data2;
            4'b0111: 
                out = data1 | data2;
            4'b1010: 
                out = data1 ^ data2;
              4'b0011:
              out = data1 << data2[4:0]; 
              4'b0100:
                out = data1 >> data2[4:0];  
              4'b0101:
                out = signeds1 >>> data2[4:0];  
               4'b1011:
                    out=lt;
               4'b1100:
                    out=ltu;
            default: 
                out = 'b0;
        endcase 
        end
endmodule
==> ./run.sh <==
#!/bin/bash
# OpenROAD 26Q1-2900-gdf79404cd8, Yosys 0.63+post, stock flow scripts
make -C /OpenROAD-flow-scripts/flow DESIGN_CONFIG=/design/flow/config.mk WORK_HOME=/design/flow/orfs finish
==> ./config.mk <==
export PLATFORM = sky130hd
export DESIGN_NAME = alu
export DESIGN_NICKNAME = alu
export VERILOG_FILES = /design/flow/design.v
export SDC_FILE = /design/flow/constraint.sdc
export NUM_CORES = 4
export LEC_CHECK = 1
export CORE_UTILIZATION = 50
==> ./constraint.sdc <==
current_design alu

set clk_period 14.7
set clk_io_pct 0.2

create_clock -name clk0 -period $clk_period

set non_clock_inputs [all_inputs -no_clocks]
set_input_delay [expr $clk_period * $clk_io_pct] -clock clk0 $non_clock_inputs
set_output_delay [expr $clk_period * $clk_io_pct] -clock clk0 [all_outputs]
==> run notes <==
- total wire length after detailed routing: 108800 um
- final critical path time including I/O delays and setup: 14.48 ns
- type of the worst min-delay path: in -> out
- Global Route Usage Sum: 49.04%
- Tightest Pin Transition: 1.063 ns
- GRT met3 Usage: 25.48%
- floorplan die width: 219.0 um
- Iteration-0 DRC Markers: 2061
- maximum number of pins on one net before global-route repair: 57
- worst hold-check slack: 7.166 ns
- number of warnings printed during yosys synthesis: 1
- area of the core: 0.04646 mm^2
- met2 routing resource usage after global routing: 66.27%
- worst setup path startpoint: data2[7]
- largest fanout on the critical path: 12
- dominant logic cell type in the layout: sky130_fd_sc_hd__nor2_1
- most congested layer reported by global routing: met2
- sequential cell count of the final layout: 0
- cell family with the largest share of critical-path delay: adder cells
- fraction of layout cells with a size suffix above 1: 7.138%
- Highest Clock Rate: 0.06905 GHz
- die height: 219.0 um
- GRT met1 Usage: 63.00%
- number of vias after detailed routing: 23090
- antenna-violating nets left: 0
- post-synthesis cell type count: 95
- Slew Viols, Final: 0
- stages on the worst setup path: 25
- starting density of the core: 50.68%
- mean post-synth cell area: 7.781 um^2
- category of the most critical setup path: in -> out
- global-route wire length before repair: 158200 um
- number of antenna violations at the first check in global routing: 5
- worst setup margin: 0.2169 ns
- HPWL Detailed: 86980 um
- post-route clock period utilization: 98.52%
- total negative slack for setup checks: 0 ns
- Remaining Overflow, GRT: 0
- vias per cell: 6.281
- port bufs: 100
- synthesized netlist cell count: 3026
- relative area change from synthesis to final layout: 8.466%
- Critical Path Sink Type: output port
- Mux cell area share: 4.884%
- number of detailed-routing iterations run before antenna repair: 6
- Top Layout Cells: 486 x sky130_fd_sc_hd__nor2_1, 450 x sky130_fd_sc_hd__inv_1, 410 x sky130_fd_sc_hd__fa_1
- cell area after placement: 0.02550 mm^2
- Storage cell area: 0 um^2
- main logic family after synthesis: adder cells
- number of hold violations in the final report: 0
- setup violators final: 0
- total number of warnings across the stage logs: 97
- RSZ-0062 raised after global routing: false
- placer's final routability congestion estimate: 1.114
- Die ar.: 0.04796 mm^2
- worst slack after detailed placement: 0.2213 ns
- Worst setup endpoint: out[31]
- kind of start point of the critical path: input port
- largest incremental delay on the critical path: 0.75 ns
- post-route core utilization: 54.97%
- netlist area before placement: 0.02354 mm^2
- result of the run: completed
- required time of the critical path: 11.76 ns
- yosys cell count: 3026
- site row count: 79
- Compound Share, Synth: 17.19%
- clock buf count: 0
- proportion of synthesized chip area in sequential cells: 0%
- worst slew margin relative to its limit: 28.37%
- num ports: 100
- vias in the first global route: 23470
- MaxCap Viol Count: 0
- standard cell with the maximum stage delay on the critical path: sky130_fd_sc_hd__o21ai_0
- design area: 0.02554 mm^2
- DRC violations left: 0
- YS chip area: 0.02354 mm^2
- number of buffer and inverter instances along the worst setup path: 6
- routed len/inst: 29.61 um
- area share of xor/xnor cells in the synthesized design: 3.348%
- WP data arrival: 11.54 ns
- Synth Area in Adders: 46.55%
- CP dominant cell by count: sky130_fd_sc_hd__fa_1
- area fraction in and, or, nand and nor cells after synthesis: 16.91%
==> synthesized netlist by cell type (all sizes together), types with 23 or more instances <==
master  count  share of area (%)
ha        220                 12
inv       458                7.3
nand3      31               0.68
nand2b     25               0.66
xnor2      67                2.5
nor2      488                7.8
clkbuf    127                2.0
a21oi     141                3.1
mux2i      71                3.0
nand2     324                5.2
fa        410                 35
nor3       30               0.64
xor2       23               0.86
buf        70                1.6
a21o       28               0.89
a22oi      25               0.80
a221oi     31                1.4
o21ai     137                2.9
==> per-stage QoR <==
| stage | cells |
|---|---|
| 2_1_floorplan | 3026 |
| 3_3_place_gp | 3672 |
| 3_5_place_dp | 3672 |
| 4_1_cts | 3672 |
| 5_1_grt | 3675 |
| 6_report | 3676 |
==> routing by layer <==
metal | up-vias | wire length (um)
li1 | 9908 | -
met1 | 11100 | 39250
met2 | 1672 | 44090
met3 | 397 | 16280
met4 | 10 | 9027
met5 | - | 205
==> logic make-up (layout without fill, tap and decap cells) <==
kind of cell,count (synthesis),in the layout
adder cells (fa/ha/maj),630,630
other,0,1
buffers and inverters,669,711
XOR/XNOR,90,90
AND-OR/OR-AND,583,583
multiplexers,93,93
AND/OR/NAND/NOR,961,961
==> worst min-delay path: stages <==
cell and delay (ns):
sky130_fd_sc_hd__buf_2 0.09, sky130_fd_sc_hd__buf_4 0.29, sky130_fd_sc_hd__nor2_1 0.24, sky130_fd_sc_hd__nand2_1 0.11, sky130_fd_sc_hd__nand4_1 0.10, sky130_fd_sc_hd__clkdlybuf4s50_1 0.45
==> what timing repair did <==
| item | 4_1_cts | 5_1_grt |
|---|---|---|
| endpoints found under the setup margin | 0 | 3 |
| setup buffers | 0 | 3 |
| hold buffers | 0 | 0 |
| resized | 0 | 3 |
==> worst min-delay path by stage <==
stage                 slack [ns]     end  cells after the start      from
after CTS                   7.13  out[5]                      6  data2[3]
after global routing        7.19  out[5]                      6  data2[3]
final                       7.17  out[5]                      6  data2[3]
==> area by class of cell <==
type / instances / area [um^2]
antenna: 1 / 2.502
inverter: 472 / 1783
tap: 607 / 759.5
multi-input combinational: 2357 / 20950
fill: 4314 / 20920
timing repair buffer: 239 / 2039
