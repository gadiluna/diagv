`./config.mk`:
```
export PLATFORM = sky130hd
export DESIGN_NAME = pc
export DESIGN_NICKNAME = pc
export VERILOG_FILES = /design/flow/design.v
export SDC_FILE = /design/flow/constraint.sdc
export NUM_CORES = 4
export LEC_CHECK = 1
export CORE_UTILIZATION = 30
```
`./constraint.sdc`:
```
current_design pc

set clk_period 4.4
set clk_io_pct 0.2

create_clock -name clk0 -period $clk_period [get_ports {clk}]

set non_clock_inputs [all_inputs -no_clocks]
set_input_delay [expr $clk_period * $clk_io_pct] -clock clk0 $non_clock_inputs
set_output_delay [expr $clk_period * $clk_io_pct] -clock clk0 [all_outputs]
```
`./design.v`:
```
`timescale 1ns / 1ps
module pc( input wire clk,
            input wire [32-1:0] addr_in,
            input  wire stall,
            input wire reset,
           input wire laddr,
           output reg [32-1:0]  addr_out
    );
     reg [32-1:0]  internal;  
    always @(posedge clk) begin
        if(reset)
         internal <='b0;
        else if(laddr & ~stall)
         internal <=addr_in;
        else if (~stall)
         internal <= internal +4;
        else
         internal <=internal;
    end
     always @(*) begin
        addr_out = internal;
     end
endmodule
```
`./run.sh`:
```
#!/bin/bash
# OpenROAD 26Q1-2900-gdf79404cd8, Yosys 0.63+post, stock flow scripts
make -C /OpenROAD-flow-scripts/flow DESIGN_CONFIG=/design/flow/config.mk WORK_HOME=/design/flow/orfs finish
```
==> impl_metrics.json <==
{
  "synth-edff-count": 0,
  "post_synth_and_or_nand_nor_area_fraction_pct": 33.85,
  "ys_top_cells_by_area": "sky130_fd_sc_hd__dfxtp_1 (28%), sky130_fd_sc_hd__nand2_1 (5.0%), sky130_fd_sc_hd__nor2_1 (4.5%), sky130_fd_sc_hd__a22oi_1 (4.0%), sky130_fd_sc_hd__a21oi_1 (3.6%)",
  "synth.top_cells.by_count": "sky130_fd_sc_hd__dfxtp_1 (32), sky130_fd_sc_hd__nand2_1 (30), sky130_fd_sc_hd__nor2_1 (27), sky130_fd_sc_hd__a21oi_1 (16), sky130_fd_sc_hd__clkbuf_1 (13)",
  "final.fill_count": 747,
  "setup_repair_after_global_routing_missed_its_margin": "no",
  "grt_pass1_wl_um": 12020,
  "detail_routed_via_count_per_cell": 5.649,
  "htree_levels": 2,
  "ys_async_sr_fraction_pct": 0,
  "coreArea_um2": 7253,
  "timing.final.hold_violations": 0,
  "grt_start_max_net_pins": 26,
  "post-route-drc-count": 0,
  "startpoint_type": "primary input",
  "min_delay_worst_endpoint": "internal[1]$_SDFFE_PP0P_",
  "num_io_pins": 68,
  "required_ns": 4.59,
  "synthAoiAreaFrac_pct": 29.41,
  "final_setup_viols": 0,
  "die-width_um": 88.69,
  "finalSetupTns_ns": 0,
  "timing.critical_path.buf_inv": 1,
  "synth.avg_cell_area_um2": 7.802,
  "cts.repair_timing.setup_buffer_count": 0,
  "detail_route.iter0.violations": 165,
  "timing.max_cap.violations": 0,
  "crit_path_top_delay_cell": "sky130_fd_sc_hd__clkdlybuf4s50_1",
  "worst_min_delay_path_class": "reg -> reg",
  "netlist.area_leader.share_pct": 28.41,
  "top_register": "internal",
  "num_antenna_cells": 0,
  "post_synth_fa_ha_maj_area_fraction_pct": 0.5549,
  "number_of_flip_flops_under_the_largest_register_name": 32,
  "synthToLayoutAreaGrowth_pct": 36.40,
  "openroad.warnings": 25,
  "reg2reg_from": "internal[8]$_SDFFE_PP0P_",
  "post-dp-hpwl_um": 5219,
  "clock_tree.root_cell": "sky130_fd_sc_hd__clkbuf_8",
  "critPathMaxFanout": 20,
  "cts_tree": "yes",
  "post-route-period-util_pct": 63.90,
  "clkSlewWorstSetupHoldPaths_ns": 0.07,
  "clock_buffers_created_by_tritoncts": 5,
  "yosys.area.top_type": "sky130_fd_sc_hd__dfxtp_1",
  "timing.final.crit_period_ns": 2.812,
  "port_buffers": 67,
  "worstSetupEndpointType": "flip-flop",
  "yosysMostFrequentCell": "sky130_fd_sc_hd__dfxtp_1",
  "groute.usage.overall_pct": 20.07,
  "hold_start": "internal[1]$_SDFFE_PP0P_",
  "biggestRegsByFlops": "internal x32",
  "hold_ws_ns": 0.4692,
  "post_cts_hold_buffer_count": 0,
  "synthFlopType": "sky130_fd_sc_hd__dfxtp_1",
  "ant_nets": 0,
  "die-area_um2": 7866,
  "worst_ir_drop_vdd_mv": 0.1145,
  "worst_skew_pair.late_latency_ns": 0.28,
  "max_slew_margin_pct": 51.41,
  "clock_tree.buffer_depth": 2,
  "yosysWarnings": 1,
  "total_number_of_vias": 2514,
  "die_y_um": 88.69,
  "dr.pass1.iters": 4,
  "critPathTopFamily": "buffers and inverters",
  "netlist-cell-type-count": 67,
  "postSynthRegisterBits": 32,
  "detail_route.wirelength_um": 7372,
  "grt_antenna_before_repair": 0,
  "worstPathCellList": "clkdlybuf4s50_1 > nor2b_1 > a22oi_1 > o2111a_1 > a311oi_1",
  "skew_ns": 0.005869,
  "core_util_floorplan_pct": 31.09,
  "mux_share_of_area_pct": 1.776,
  "criticalPathCategory": "in -> reg",
  "synth.yosys.chip_area_um2": 2255,
  "cts.sinks": 32,
  "crit_path_max_incr_delay_ns": 0.94,
  "total_power_divided_by_cell_area_nw_per_um2": 233.7,
  "timing.fmax_ghz": 0.3556,
  "overflow": 0,
  "first_global_vias": 2271,
  "final_layout_size_suffix_gt1_share_pct": 8.960,
  "drt-wirelength-per-cell_um": 16.57,
  "synth-cells-yosys": 289,
  "worst-endpoint-arrival_ns": 3.00,
  "ys_sh_xor_pct": 0,
  "num_rows": 31,
  "ys_seq_share_pct": 28.41,
  "power_leakage_uw": 0.001050,
  "status": "complete, no violations",
  "worst_r2r_endpoint": "internal[23]$_SDFFE_PP0P_",
  "worst-slew-pin-transition_ns": 0.7265,
  "final-max-slew-violation-count": 0,
  "syn-instance-count": 289,
  "synthesis.area_um2": 2255,
  "netlist_logic_family_top": "simple AND/OR/NAND/NOR gates",
  "r2r_slack_ns": 2.32,
  "gp_congestion": 0.8687,
  "whs_path_depth": 2,
  "r2r.worst_path.cells": 4,
  "cts_resized": 0
}
## cells in the final DEF (no fill, tap or decap), types with 7 or more instances in the layout
cell type | netlist | final
sky130_fd_sc_hd__nor2_1 | 27 | 27
sky130_fd_sc_hd__nand4_1 | 10 | 10
sky130_fd_sc_hd__nand2_1 | 30 | 30
sky130_fd_sc_hd__clkdlybuf4s50_1 | 0 | 67
sky130_fd_sc_hd__nor3_1 | 9 | 9
sky130_fd_sc_hd__o21ai_0 | 9 | 9
sky130_fd_sc_hd__a31oi_1 | 11 | 11
sky130_fd_sc_hd__dfxtp_1 | 32 | 32
sky130_fd_sc_hd__a21oi_1 | 16 | 16
sky130_fd_sc_hd__nand3_1 | 10 | 10
sky130_fd_sc_hd__a22oi_1 | 12 | 12
sky130_fd_sc_hd__inv_1 | 7 | 7
## where the power goes
part / switching, µW / internal (µW)
sequential: 28.7 / 307
clock: 113 / 128
combinational: 56.6 / 85.2
## stage by stage
stage | setup WS [ns] | total power, µW | cells | cell area (µm²) | util, %
3_3_place_gp | 1.340 | 484.0 | 437 | 2985 | 41.16
6_report | 1.588 | 718.7 | 445 | 3075 | 42.40
4_1_cts | 1.587 | 726.1 | 445 | 3075 | 42.40
3_5_place_dp | 1.298 | 484.0 | 437 | 2985 | 41.16
5_1_grt | 1.384 | 757.5 | 445 | 3075 | 42.40
2_1_floorplan | 2.280 | 397.3 | 289 | 2255 | -
## per-layer routing
| layer | share of wire (%) | vias to the layer above | global-route usage [%] |
|---|---|---|---|
| li1 | - | 1242 | - |
| met1 | 48 | 1178 | 33.00 |
| met2 | 44 | 88 | 28.18 |
| met3 | 7.4 | 6 | 3.122 |
| met4 | 1.1 | 0 | 3.226 |
| met5 | 0 | - | 0 |
## cell type report
| class | count | area, µm² | area share, % |
|---|---|---|---|
| Inverter | 7 | 26.28 | 0.8544 |
| Timing Repair Buffer | 73 | 715.7 | 23.27 |
| Clock buffer | 8 | 90.09 | 2.929 |
| Multi-Input combinational cell | 226 | 1479 | 48.09 |
| Sequential cell | 32 | 640.6 | 20.83 |
| Tap cell | 99 | 123.9 | 4.028 |
## cells by family (layout without fill, tap and decap cells)
group           after synthesis  in the layout
buf+inv                      31             88
simple gates                131            131
mux                           4              4
flops                        32             32
fa+ha+maj                     1              1
compound gates               90             90
## worst max-delay path by stage
stage	slack (ns)	end	cells after the start	from
CTS	1.59	internal[15]$_SDFFE_PP0P_	5	laddr
global route	1.38	internal[24]$_SDFFE_PP0P_	6	stall
finish	1.59	internal[15]$_SDFFE_PP0P_	5	laddr
## tightest hold or removal path: stages, from the launching register on
cell and delay (ns):
sky130_fd_sc_hd__dfxtp_1 0.32, sky130_fd_sc_hd__nand2_1 0.05, sky130_fd_sc_hd__a21oi_1 0.05
Power figures rest on the tool's default switching activity, not on a simulated workload.
